File: design/flow/design.v
`timescale 1ns / 1ps
module mux32bits(
    input [31:0] A,
    input [31:0] B,
	 input sel,
    output reg[31:0] Out
    );
	always @(sel or A or B)
	begin
	case(sel)
	1'b0: begin Out<=A; end
	1'b1: begin Out<=B; end
	default: begin Out=32'bxxxx_xxxx_xxxx_xxxx_xxxx_xxxx_xxxx_xxxx; end
	endcase
	end
endmodule
`timescale 1ns / 1ps
module WB_forward(ReadData1Out,ReadData2Out,ReadData1,ReadData2,rs,rt,WriteRegister,WriteData,RegWrite);
output [31:0] ReadData1Out,ReadData2Out;
input [31:0] ReadData1,ReadData2,WriteData;
input [4:0] rs,rt,WriteRegister;
input RegWrite;
wire ReadSourceRs,ReadSourceRt;
wire compOut1,compOut2;
or orWriteReg(orOut1,WriteRegister[4],WriteRegister[3],WriteRegister[2],WriteRegister[1],WriteRegister[0]);
CompareAddress Compare1(compOut1,WriteRegister,rs);
and andCondition1(ReadSourceRs,RegWrite,orOut1,compOut1);
CompareAddress Compare2(compOut2,WriteRegister,rt);
and andCondition2(ReadSourceRt,RegWrite,orOut1,compOut2);
mux32bits muxReadData1(ReadData1,WriteData,ReadSourceRs,ReadData1Out);
mux32bits muxReadData2(ReadData2,WriteData,ReadSourceRt,ReadData2Out);
endmodule
module CompareAddress(equal,Addr1,Addr2);  
	output equal;
	wire equal;
	input [4:0] Addr1,Addr2;
	wire [4:0] Addr1,Addr2,xorAddress;
	xor xorAddress4(xorAddress[4],Addr1[4],Addr2[4]);
	xor xorAddress3(xorAddress[3],Addr1[3],Addr2[3]);
	xor xorAddress2(xorAddress[2],Addr1[2],Addr2[2]);
	xor xorAddress1(xorAddress[1],Addr1[1],Addr2[1]);
	xor xorAddress0(xorAddress[0],Addr1[0],Addr2[0]);
	or Orgate1(OrAddr,xorAddress[4],xorAddress[3],xorAddress[2],xorAddress[1],xorAddress[0]);
	not notgate1(equal,OrAddr);
endmodule
File: design/flow/run.sh
#!/bin/bash
# OpenROAD 26Q1-2900-gdf79404cd8, Yosys 0.63+post, stock flow scripts
make -C /OpenROAD-flow-scripts/flow DESIGN_CONFIG=/design/flow/config.mk WORK_HOME=/design/flow/orfs finish
File: design/flow/config.mk
export PLATFORM = sky130hd
export DESIGN_NAME = WB_forward
export DESIGN_NICKNAME = WB_forward
export VERILOG_FILES = /design/flow/design.v
export SDC_FILE = /design/flow/constraint.sdc
export NUM_CORES = 4
export LEC_CHECK = 1
export CORE_AREA = 10 10 82 82
export DIE_AREA = 0 0 92 92
File: design/flow/constraint.sdc
current_design WB_forward

set clk_period 9.7
set clk_io_pct 0.2

create_clock -name clk0 -period $clk_period

set non_clock_inputs [all_inputs -no_clocks]
set_input_delay [expr $clk_period * $clk_io_pct] -clock clk0 $non_clock_inputs
set_output_delay [expr $clk_period * $clk_io_pct] -clock clk0 [all_outputs]
==> impl_metrics.json <==
{
  "boundaryPins": 176,
  "postCtsSetupBuffers": 0,
  "antenna_left": 0,
  "muxShareOfSynthArea_pct": 80.08,
  "end_kind": "primary output",
  "grt_pass1_wl_um": 9156,
  "critPathKind": "input port to primary output",
  "drc_errors": 0,
  "layout_top_cell": "clkdlybuf4s50_1",
  "hold_depth": 3,
  "power.leakage_uw": 0.001176,
  "initial_core_util_pct": 23.27,
  "overflow": 0,
  "grt_pass1_vias": 1348,
  "gp_congestion": 0.8419,
  "avgSynthCellArea_sq_um": 13.73,
  "syn_to_final_growth_pct": 153.4,
  "drt_iter0_markers": 15,
  "powerDensity_mw_per_mm2": 37.54,
  "vdd_drop_max_mv": 0.01620,
  "worstHoldEndpoint": "ReadData1Out[11]",
  "hp-class": "input port to primary output",
  "ys_types": 9,
  "holdCritStartpoint": "ReadData1[11]",
  "dp.cells": 330,
  "synthCells": 86,
  "pwr-share-comb_pct": 100.0,
  "warning_count": 33,
  "critPathMaxFanout": 20,
  "yosysSeqAreaShare_pct": 0,
  "arrival_ps": 4280,
  "die_w_um": 92,
  "hold_violations": 0,
  "rows": 26,
  "p_switching_uw": 22.75,
  "power_frac_seq_pct": 0,
  "final_cells": 330,
  "antenna_cells": 0,
  "core_sq_mm": 0.005075,
  "rsz0062_at_grt": "false",
  "required_ps": 7760,
  "die_h_um": 92,
  "synthAoiAreaFrac_pct": 1.377,
  "dp.final_hpwl_um": 5876,
  "register_area_sq_um": 0,
  "ys_sh_xor_pct": 7.415,
  "ctsResizeCount": 0,
  "yosysTopAreaCell": "mux2_4",
  "fin_setup_tns_ps": 0,
  "simple_gate_area_share_pct": 5.403,
  "flops": 0,
  "max_freq_mhz": 160.7,
  "viasPerCell": 4.079,
  "grt_max_degree": 21,
  "lay_top_cells": "176 x clkdlybuf4s50_1, 60 x mux2_4, 6 x xnor2_1",
  "ys_chip_area_sq_mm": 0.001181,
  "post_drt_wl_per_cell_um": 19.39,
  "outcome": "finished, final reports clean",
  "internal-power_uw": 89.61,
  "max_slew_margin_pct": 75.20,
  "p_clk_share_pct": 0,
  "grt_usage_pct": 13.69,
  "ys_cells": 86,
  "grt_antenna_before_repair": 0,
  "cap_violations": 0,
  "chipArea_sq_mm": 0.008464,
  "place.port_buffers": 176,
  "finalCritPeriodShare_pct": 64.16,
  "worstMarginPinSlew_ps": 372.0,
  "cts-hold-fix-buffers": 0,
  "yosysWarnings": 3,
  "drive_above_1_share_pct": 27.69,
  "critPathLaunchType": "input port",
  "topCellsByArea": "mux2_4 76%, buf_6 5.7%, xnor2_1 4.4%",
  "layout_min_cycle_time_ps": 6224,
  "vias": 1346,
  "netlist_area_sq_mm": 0.001181,
  "slew_violations": 0,
  "nClkBuffers": 0,
  "drt-total-wl_um": 6400,
  "finalSetupViolations": 0,
  "fa_ha_area_share_pct": 0,
  "dr.pass1.iters": 4,
  "topCombFamilyByArea": "multiplexers",
  "p_sw_share_pct": 20.25,
  "top_area_share_pct": 76.27
}
critical path, stage by stage:
cell and delay (ps):
clkdlybuf4s50_1 460, or4_4 570, o21ai_4 200, nor4_4 70
buf_4 260, mux2_4 330, clkdlybuf4s50_1 440
worst max path at each step:
stage / start / endpoint / slack [ps] / cells after the start
finish: WriteRegister[3] / ReadData1Out[17] / 3480 / 7
global route: WriteRegister[3] / ReadData1Out[15] / 3430 / 7
CTS: WriteRegister[3] / ReadData1Out[17] / 3470 / 7
power groups by stage:
| stage | Combinational, uW | Sequential (uW) | Clock (uW) |
|---|---|---|---|
| 4_1_cts | 114 | 0 | 0 |
| 6_report | 112 | 0 | 0 |
| 5_1_grt | 120 | 0 | 0 |
through the flow:
| step | utilization (%) | area (sq um) | setup WS [ps] | power [uW] | hold WS (ps) |
|---|---|---|---|---|---|
| after floorplan | - | 1181 | 4566 | 30.27 | 3978 |
| after global placement | 58.97 | 2993 | 3473 | 113.9 | 4913 |
| after detailed placement | 58.97 | 2993 | 3473 | 114.0 | 4918 |
| after CTS | 58.97 | 2993 | 3471 | 114.4 | 4918 |
| after global routing | 58.97 | 2993 | 3427 | 119.5 | 4937 |
| final | 58.97 | 2993 | 3476 | 112.4 | 4911 |
Yosys cell counts:
cell and number:
buf_6 6, mux2_2 4, mux2_4 60, nand3_1 2, nor4_4 2, o21ai_4 1, or4_4 1, xnor2_1 6
xor2_1 4
routing by layer:
| layer | global-route usage (%) | wire (um) |
|---|---|---|
| met1 | 14.54 | 2267 |
| met2 | 25.47 | 3351 |
| met3 | 6.425 | 781 |
| met4 | 0 | 0 |
| met5 | 0 | 0 |
cell type report:
| type | instances | area [sq um] |
|---|---|---|
| Fill cell | 456 | 2082 |
| Multi-Input combinational cell | 80 | 1114 |
| Timing Repair Buffer | 180 | 1792 |
| Tap cell | 70 | 87.58 |
cell families (layout without fill, tap and decap cells):
| family | count (synthesis) | count (layout) |
|---|---|---|
| XOR/XNOR | 10 | 10 |
| AND-OR/OR-AND | 1 | 1 |
| multiplexers | 64 | 64 |
| buffers and inverters | 6 | 180 |
| AND/OR/NAND/NOR | 5 | 5 |
Power is estimated from default activity; no workload was simulated.
