**flow/config.mk**
```make
export PLATFORM = sky130hd
export DESIGN_NAME = register
export DESIGN_NICKNAME = register
export VERILOG_FILES = /design/flow/design.v
export SDC_FILE = /design/flow/constraint.sdc
export NUM_CORES = 4
export LEC_CHECK = 1
export CORE_AREA = 10 10 109 109
export DIE_AREA = 0 0 119 119
```
**flow/run.sh**
```bash
#!/bin/bash
# OpenROAD 26Q1-2900-gdf79404cd8, Yosys 0.63+post, stock flow scripts
make -C /OpenROAD-flow-scripts/flow DESIGN_CONFIG=/design/flow/config.mk WORK_HOME=/design/flow/orfs finish
```
**flow/constraint.sdc**
```tcl
current_design register

set clk_period 1.5
set clk_io_pct 0.2

create_clock -name clk0 -period $clk_period [get_ports {clk}]

set non_clock_inputs [all_inputs -no_clocks]
set_input_delay [expr $clk_period * $clk_io_pct] -clock clk0 $non_clock_inputs
set_output_delay [expr $clk_period * $clk_io_pct] -clock clk0 [all_outputs]
```
**flow/design.v**
```verilog
`timescale 1ns / 1ps
module D_FF (q, d, reset, clk);
output reg q;
input d, reset, clk;
always @(posedge clk or posedge reset)
	begin
		if (reset)
			begin
				q <= 0;  
			end
		else
			begin
				q <= d;  
			end
	end
endmodule
module RegBit(BitOut, BitData, WriteEn,reset, clk);
output BitOut;  
input BitData, WriteEn; 
input reset,clk;
wire d,f1, f2;  
wire reset;
and U1(f1, BitOut, (~WriteEn));
and U2(f2, BitData, WriteEn);
or  U3(d, f1, f2);
D_FF DFF0(BitOut, d, reset, clk);
endmodule
module register(RegOut,RegIn,WriteEn,reset,clk); 
output [31:0] RegOut;
input [31:0] RegIn;
input WriteEn,reset, clk;
RegBit bit31(RegOut[31],RegIn[31],WriteEn,reset,clk);
RegBit bit30(RegOut[30],RegIn[30],WriteEn,reset,clk);
RegBit bit29(RegOut[29],RegIn[29],WriteEn,reset,clk); 
RegBit bit28(RegOut[28],RegIn[28],WriteEn,reset,clk); 
RegBit bit27(RegOut[27],RegIn[27],WriteEn,reset,clk); 
RegBit bit26(RegOut[26],RegIn[26],WriteEn,reset,clk); 
RegBit bit25(RegOut[25],RegIn[25],WriteEn,reset,clk); 
RegBit bit24(RegOut[24],RegIn[24],WriteEn,reset,clk); 
RegBit bit23(RegOut[23],RegIn[23],WriteEn,reset,clk); 
RegBit bit22(RegOut[22],RegIn[22],WriteEn,reset,clk); 
RegBit bit21(RegOut[21],RegIn[21],WriteEn,reset,clk); 
RegBit bit20(RegOut[20],RegIn[20],WriteEn,reset,clk); 
RegBit bit19(RegOut[19],RegIn[19],WriteEn,reset,clk); 
RegBit bit18(RegOut[18],RegIn[18],WriteEn,reset,clk); 
RegBit bit17(RegOut[17],RegIn[17],WriteEn,reset,clk); 
RegBit bit16(RegOut[16],RegIn[16],WriteEn,reset,clk); 
RegBit bit15(RegOut[15],RegIn[15],WriteEn,reset,clk); 
RegBit bit14(RegOut[14],RegIn[14],WriteEn,reset,clk); 
RegBit bit13(RegOut[13],RegIn[13],WriteEn,reset,clk); 
RegBit bit12(RegOut[12],RegIn[12],WriteEn,reset,clk); 
RegBit bit11(RegOut[11],RegIn[11],WriteEn,reset,clk); 
RegBit bit10(RegOut[10],RegIn[10],WriteEn,reset,clk); 
RegBit bit9 (RegOut[9], RegIn[9], WriteEn,reset,clk); 
RegBit bit8 (RegOut[8], RegIn[8], WriteEn,reset,clk); 
RegBit bit7 (RegOut[7], RegIn[7], WriteEn,reset,clk); 
RegBit bit6 (RegOut[6], RegIn[6], WriteEn,reset,clk); 
RegBit bit5 (RegOut[5], RegIn[5], WriteEn,reset,clk); 
RegBit bit4 (RegOut[4], RegIn[4], WriteEn,reset,clk); 
RegBit bit3 (RegOut[3], RegIn[3], WriteEn,reset,clk); 
RegBit bit2 (RegOut[2], RegIn[2], WriteEn,reset,clk); 
RegBit bit1 (RegOut[1], RegIn[1], WriteEn,reset,clk); 
RegBit bit0 (RegOut[0], RegIn[0], WriteEn,reset,clk); 
endmodule
```
==> flow_results.org <==
#+TITLE: Synthesis and PnR summary

** Run status
- Status :: finished, final reports clean

** Worst setup path
- The data arrival time reported for the critical path is around 1.1 ns.
- Listed in order, past its start point the critical path passes clkdlybuf4s50_1.
- Maximum fanout encountered on the critical timing path :: 2
- Looking at the critical path, the single cell with the biggest stage delay is clkdlybuf4s50_1.
- Crit path launch type :: flip-flop
- Among all stages on the critical path, the maximum delay recorded is 0.48 ns.
- Logic depth along the worst register-to-register path is recorded as 1.
- In this design, the largest share of critical-path delay is due to buffers and inverters.
- CP Data Required Time :: between 1 and 1.5 ns
- In this run the number of cells on the critical path is 1.
- Along the critical path, the tally of buffer and inverter instances is 1.
- Internal reg-to-reg setup slack :: roughly 0.74 ns
- Critical path class :: reg2out
- The worst setup path is captured at an output port.

** Final timing
- Setup repair after global routing left no endpoint under its margin.
- Across the routed clock network, the largest skew measured is 0 ns.
- Pins over their slew limit :: 0
- Tmin final :: 1.42 ns
- Hold violation count in the final report :: 0
- Final cycle utilization of the critical path :: 0.948
- Worst slew slack as a fraction of its limit :: 0.824
- Based on the critical path, the design can be clocked at up to ~700 MHz.
- In the final timing run, aggregate negative setup slack is 0 ns.
- Worst-Margin Slew :: between 0.2 and 0.3 ns
- Number of failing setup endpoints in the final timing report :: 0

** Synthesis
- Synth Warn # :: 1
- The share of the Yosys chip area taken by registers is 0.504.
- Counting every instance in the synthesized netlist gives 101.
- The synthesized netlist has a Yosys-reported chip area of between 1500 and 2000 um2.
- Combined area of all synthesized cells :: between 1500 and 2000 um2
- Syn avg cell area :: 15.7 um2
- In this run, synthesis produced a sequential element count of 32.
- Per the synthesis report, the number of distinct cell types is 7.
- Yosys cell count :: 101

** GRT
- The first global-routing pass estimated about 5400 um of wire.
- Initial antenna violation count :: 0
- Number of global-route vias before repair :: between 900 and 1000
- Pin count of the biggest net entering global routing :: 33
- Residual overflow from global routing :: 0
- Overall routing resource usage recorded by global route was 0.0476.

** Placement
- HPWL reported at the end of detailed placement :: 2480 um
- Counting tap cells, the placed design contains a total of approximately 270 instances.
- RD Place Congestion :: around 0.63
- In this run the tool buffered the top-level ports with ~66 buffer cells.

** Floorplan
- Core Density at Floorplan :: 0.165
- Floorplan core area :: between 9000 and 10000 um2
- Per the OpenROAD floorplan log, the width of the die is ~120 um.
- The chip occupies roughly 14000 um2.
- Die span in y :: 119 um
- FP Rows :: 36
- Ports placed on the boundary :: between 60 and 70

** Cells and area
- Among logic cells in the layout, the one with the most instances is clkdlybuf4s50_1.
- In the final layout, the fill cell count is about 1000.
- Number of standard cells in the layout, taps in and fillers out :: around 270
- Multi-input gate area :: roughly 470 um2
- Most frequently placed logic cells in the final layout :: clkdlybuf4s50_1, dfrtp_1, mux2_4, clkbuf_8
- FF+latch area :: roughly 800 um2
- At the end of the flow the core is filled with cells to 0.233.
- Area growth syn-to-layout :: 41.4%
- The layout summary lists the proportion of cells stronger than drive strength 1 as 0.298.

** Clock network
- Buffers added to address setup during post-CTS repair amount to 0.
- The number of gates resized after CTS was 0.
- TritonCTS built the clock tree.
- CTS placed an instance of clkbuf_8 at the clock tree root.
- Clk slew on worst S/H paths :: approximately 0.07 ns
- Clock tree synthesis inserted a total of 5 buffers.
- At the later pin of the worst-skew pair, clock insertion delay measures approximately 0.28 ns.
- After clock tree synthesis, the flow added hold-fix buffers numbering 0.
- Count of H-tree levels built during CTS :: 2
- According to the CTS report, the clock sink count is 32.
- Max Buffers Root-to-Sink :: 2

** Detailed routing
- Total inserted antenna cells :: 0
- Residual DRC count :: 0
- DR WL/cell :: 12.3 um
- Final ANT Viol Nets :: 0
- Before antenna repair, the detailed router went through 3 iterations.
- Summed over all layers, the routed wires come to between 3000 and 4000 um.
- The routed layout has approximately 800 vias.
- Vias per cell :: 2.93
- Detailed-route iteration 0 reported a violation count of 17.

** Min path
- Class of the most critical hold timing path :: in2async

** Pwr
- In this run the static leakage power is 0.966 nW.
- The design draws approximately 2.2 mW.
- Power per unit of standard cell area :: approximately 1000 nW/um2
- Across the VDD grid, the largest voltage drop is between 500 and 600 uV.

** Job
- Count of max-cap constraint violations :: 0
- Stage-log warning count :: 25
[cells in the mapped netlist]
library cell,n,share of area
buf_4,32,0.15
dfrtp_1,32,0.50
mux2_4,30,0.28
buf_12,3,0.038
mux2_2,2,0.014
buf_6,1,0.0071
inv_1,1,0.0024
[through the flow]
step | area [um2] | setup WS, ns | hold WS, ns
global route | 2250 | 0.0135 | 0.375
detailed placement | 2140 | 0.339 | 0.491
CTS | 2250 | 0.0466 | 0.351
floorplan | 1590 | 0.509 | 0.416
finish | 2250 | 0.0782 | 0.360
global placement | 2140 | 0.316 | 0.493
[cell type report]
class / instances / area share
clock buffers: 6 / 0.0323
flip-flops and latches: 32 / 0.356
clock inverters: 2 / 0.0156
repair buffers: 68 / 0.310
multi-input cells: 32 / 0.210
inverters: 1 / 0.00167
well taps: 133 / 0.0741
[worst min-delay path, cell delays in order]
cell and delay (ns):
clkdlybuf4s50_1 0.40, inv_1 0.09, buf_12 0.21
[kinds of logic (layout without fill, tap and decap cells)]
kind of cell | after synthesis | in the layout | share of synthesized area
multiplexers | 32 | 32 | 0.298
flip-flops | 32 | 32 | 0.504
buffers and inverters | 37 | 77 | 0.198
[routing by layer]
metal,GRT usage,part of all wire
met5,0,0
met4,0.00992,0.026
met3,0.0168,0.068
met2,0.0785,0.49
met1,0.0591,0.42
[worst max path at each step]
stage | startpoint | endpoint | slack [ns]
CTS | flip-flop | RegOut[18] | 0.05
global route | flip-flop | RegOut[18] | 0.01
finish | flip-flop | RegOut[13] | 0.08
[power by group]
part,total [mW],switching (mW),leakage [nW],internal (mW)
Combinational,0.436,0.0888,0.536,0.347
Sequential,0.994,0.0448,0.374,0.949
Clock,0.820,0.327,0.0552,0.493
Total,2.25,0.460,0.966,1.79
Power figures rest on the tool's default switching activity, not on a simulated workload.
