==> design/flow/config.mk <==
export PLATFORM = sky130hd
export DESIGN_NAME = ALU
export DESIGN_NICKNAME = ALU
export VERILOG_FILES = /design/flow/design.v
export SDC_FILE = /design/flow/constraint.sdc
export NUM_CORES = 4
export LEC_CHECK = 1
export CORE_UTILIZATION = 50
==> design/flow/constraint.sdc <==
current_design ALU

set clk_period 12.5
set clk_io_pct 0.2

create_clock -name clk0 -period $clk_period

set non_clock_inputs [all_inputs -no_clocks]
set_input_delay [expr $clk_period * $clk_io_pct] -clock clk0 $non_clock_inputs
set_output_delay [expr $clk_period * $clk_io_pct] -clock clk0 [all_outputs]
==> design/flow/design.v <==
`timescale 1ns / 1ps
module ALU(
		input signed [31:0] in1,
		input signed [31:0] in2, 
		input [3:0] op, 
		input [4:0] shamt,
		output zero,
		output reg signed [31:0] result);
assign zero =((in1-in2)==0)?1:0;
	always @ (in1 or in2 or op or shamt)
		case(op)
		4'b0000: begin result <= in1+in2; end
		4'b0001: begin result <= in1-in2; end
		4'b0010: begin result <= in1&in2; end
		4'b0011: begin  result <= in1|in2; end
		4'b0100: begin  result <= in1<<shamt; end
		4'b0101: begin result <= in1>>shamt; end
		4'b0110: begin  result <= in1>>>shamt; end
		4'b0111: begin  result <= ~(in1|in2); end
		4'b1000: begin result <= (in2>in1)?1:0; end
		default: begin result <=32'bxxxx_xxxx_xxxx_xxxx_xxxx_xxxx_xxxx_xxxx; end
		endcase
endmodule 
==> design/flow/run.sh <==
#!/bin/bash
# OpenROAD 26Q1-2900-gdf79404cd8, Yosys 0.63+post, stock flow scripts
make -C /OpenROAD-flow-scripts/flow DESIGN_CONFIG=/design/flow/config.mk WORK_HOME=/design/flow/orfs finish
==> run notes <==
Physical implementation status

The flow ran to the end, and the final reports show no timing, DRC or antenna violations. Per the run summary, max-cap violations total 0. STA classifies the critical path startpoint as an input port. The routed design shows a wire length per standard cell of between 20 and 25 um.

The number of setup buffers added after CTS is 0. The number of hold-slack violations in the final timing report stands at 0. The worst ir drop on vdd stands at 0.0432 mV. STA classifies the critical path endpoint as an output pin. Power spread over the standard cell area amounts to slightly above 50 mW/mm2. For this run, the detailed router's first-pass iteration total came to 6. The number of standard-cell rows in the floorplan stands at around 48. The final design area excluding fillers stands at slightly above 0.01 mm2. In the synthesized netlist, the dominant kind of combinational cell is AND-OR/OR-AND gates. By area the synthesized netlist is led by sky130_fd_sc_hd__ha_1 (13%), sky130_fd_sc_hd__mux2i_1 (9.6%), sky130_fd_sc_hd__a21oi_1 (7.4%). By startpoint and endpoint, the worst setup path is classified as in -> out. The die span in y stands at approximately 140 um. The sum of internal, switching and leakage power stands at between 500 and 600 uW. The required time reported for the critical path endpoint stands at about 10 ns. Of all nets on the critical path, the largest fanout is 14. The average via count per standard cell stands at a little under 7. The first global-routing pass estimated between 50 and 60 mm of wire. The slew check shows that the tightest pin keeps a relative margin of approximately two fifths. The maximum achievable frequency stands at 0.105 GHz.

The leftover overflow at the end of global routing stands at 0. The final setup violation count stands at 0. Of all cell types, the one taking the most synthesized area is sky130_fd_sc_hd__ha_1. Setup repair after global routing left no endpoint under its margin. between 100 and 150 I/O pins were placed. According to the cell report, flip-flops and latches in the layout number 0. Of the cells placed in the final design, the portion with a size suffix greater than 1 is under 10%. The pin count of the biggest net entering global routing stands at between 60 and 70.

The area share of and/or/nand/nor cells after synthesis stands at 21.6%. Counting the clock-network buffers in the layout gives 0. The static leakage stands at around 0.0043 uW.

Sorting the synthesis cell report by count puts at the top sky130_fd_sc_hd__nor2_1. STA reports the tightest min-delay check as being of type in -> out. After detailed routing, the number of remaining DRC violations is 0.

The count of buffers from port buffering stands at approximately 110. Summed over all routing layers, the global router reports a total usage of a little over two fifths. The synthesized-area fraction occupied by adder cells stands at between 10 and 15%. The register cell area after layout stands at 0 um2. The final route contains 10900 vias.

Per the detail_route report, inserted antenna diodes total 0. The floorplan step defined a core boundary enclosing about 0.017 mm2. The setup TNS stands at 0 ns. The final critical path time including I/O delays and setup stands at 9.54 ns. The synthesized netlist contains ~86 unique library cells. The yosys synthesis warning count stands at 1.

The routability congestion estimate stands at roughly 1.1. The endpoint arrival time on the critical path stands at ~7 ns. A synthesized cell averages 6.62 um2. Pins over their slew limit in the final report were tallied at 0. The mapped netlist covers roughly 0.0091 mm2. In the floorplan report the effective utilization is 51.8%. The commonest cells after synthesis are sky130_fd_sc_hd__nor2_1 (159), sky130_fd_sc_hd__a21oi_1 (133), sky130_fd_sc_hd__o21ai_0 (124), sky130_fd_sc_hd__inv_1 (100), sky130_fd_sc_hd__nand2_1 (98).

The number of antenna violations at the first check in global routing was 0. Post-route period utilization is reported as between 70% and 80%. Summing the areas of all compound-gate instances in the mapped netlist gives about 37% of the synthesized area. The transition time recorded at the tightest slew-check pin is 0.866 ns. The count of antenna-violating nets left after detailed routing stands at 0. The OpenROAD warning count stands at 97. The proportion of synthesized area in mux cells stands at 15.1%. Summing the areas of all xor and xnor instances in the mapped netlist gives 2.71% of the synthesized area. The cell resize tally after clock tree synthesis stands at 0. The post-CTS hold buffer count recorded in the log is 0. The violation count after the first detailed-routing iteration stands at about 1100. The die area stands at ~0.019 mm2. The area fraction of the largest cell type after synthesis is 13.3%. The cell count in the Yosys report stands at 1368.

The yosys stat chip area stands at between 0.009 and 0.01 mm2. The total routed wirelength stands at ~40 mm. Measured along the x axis, the die boundary spans 137 um. The via count of the first global-routing pass is approximately 9800. Detailed placement finished with a half-perimeter wire length of between 30 and 40 mm. The area of placed instances stands at about 0.010 mm2. The flow measured a signed area growth from synthesis to layout of 11.4%.

The proportion of synthesized chip area in sequential cells stands at 0%. The instance tally after logic synthesis stands at ~1400.
[layout make-up]
| type | instances | area [um2] |
|---|---|---|
| multi-input combinational | 1161 | 8190 |
| timing repair buffer | 129 | 1210 |
| tap | 225 | 282 |
| fill | 1718 | 7390 |
| inverter | 105 | 394 |
[metal layers]
metal  GRT usage (%)  wire length, um  vias to the layer above
met4            22.5             2520                        0
met3            10.2             4500                      129
met5               0                0                        -
met1            61.2            16700                     4985
met2            60.8            15700                      711
li1                -                -                     5114
[power breakdown]
group | total, uW | switching [uW] | leakage [uW] | internal, uW
Clock | 0 | 0 | 0 | 0
Combinational | 518 | 310 | 0.00427 | 208
Sequential | 0 | 0 | 0 | 0
[critical path: stages]
cell                              delay (ns)
sky130_fd_sc_hd__clkdlybuf4s50_1        0.59
sky130_fd_sc_hd__inv_1                  0.09
sky130_fd_sc_hd__ha_1                   0.73
sky130_fd_sc_hd__inv_2                  0.24
sky130_fd_sc_hd__a21oi_2                0.33
sky130_fd_sc_hd__o2111ai_1              0.16
sky130_fd_sc_hd__a2111oi_2              0.36
sky130_fd_sc_hd__o221a_2                0.26
sky130_fd_sc_hd__nand3_1                0.07
sky130_fd_sc_hd__nand4b_1               0.20
sky130_fd_sc_hd__a2111oi_2              0.46
sky130_fd_sc_hd__nand4_1                0.23
sky130_fd_sc_hd__nor4_2                 0.29
sky130_fd_sc_hd__clkdlybuf4s50_1        0.51
[cells by family (layout without fill, tap and decap cells)]
| kind of cell | after synthesis | after routing |
|---|---|---|
| XOR/XNOR | 28 | 28 |
| multiplexers | 117 | 117 |
| adder cells (fa/ha/maj) | 98 | 98 |
| AND/OR/NAND/NOR | 414 | 414 |
| AND-OR/OR-AND | 504 | 504 |
| buffers and inverters | 207 | 234 |
[stage by stage]
step | worst slack (ns) | std cells | hold WS [ns] | utilization, %
6_report | 2.96 | 1620 | 6.20 | 57.7
5_1_grt | 2.70 | 1620 | 6.25 | 57.7
4_1_cts | 3.02 | 1620 | 6.19 | 57.7
3_5_place_dp | 3.04 | 1620 | 6.18 | 57.7
3_3_place_gp | 3.10 | 1620 | 6.17 | 57.7
2_1_floorplan | 5.01 | 1368 | 5.26 | -
[cell usage in the layout (no fill, tap or decap), drive strengths merged, types with 7 or more instances in the layout]
cell | netlist | layout
o31ai | 14 | 14
a221oi | 29 | 29
o22ai | 26 | 26
a211o | 12 | 12
mux2 | 16 | 16
a22oi | 13 | 13
a211oi | 12 | 12
nand4 | 11 | 11
nand2b | 32 | 32
mux2i | 87 | 87
o211ai | 28 | 28
o21ai | 127 | 127
or3 | 8 | 8
a2111oi | 7 | 7
nor2 | 159 | 159
buf | 42 | 28
xnor2 | 19 | 19
o21bai | 14 | 14
nand2 | 98 | 98
mux4 | 14 | 14
nor3 | 28 | 28
nor4 | 13 | 13
xor2 | 9 | 9
ha | 96 | 96
nor2b | 13 | 13
clkdlybuf4s50 | 0 | 101
o311ai | 7 | 7
a21oi | 134 | 134
o2111ai | 12 | 12
inv | 104 | 104
a21o | 17 | 17
a221o | 7 | 7
nand3 | 23 | 23
[path summary, 6_finish.rpt]
check	end	slack (ns)	startpoint	cells after the start
worst max-delay path	zero	2.96	in1[25]	14
worst min-delay path	result[18]	6.20	shamt[4]	4
Power and IR drop assume default switching activity.
